===== design/flow/design.v =====
module Routine2(Clock, Reset, OutputBus);
  input        Clock;
  input        Reset;
  output [46:0]OutputBus;
  reg    [17:0]LedList;
  reg     [3:0]SsdState;
  reg    [27:0]SsdDisp;
  reg     [5:0]RtnState;
  reg          SIGOUT;
  always @ (posedge Clock)
   begin
    if (Reset == 1'b1)
     begin
      LedList = 18'b00000_00000_0000_0000;
      SsdState = 4'b0000;
      RtnState = 6'b000000;
     end
    case (SsdState)
      4'b0000 : SsdDisp = SsdDisp + (1 << 3)  - (SsdDisp[14] ? 1 << 14 : 0);
      4'b0001 : SsdDisp = SsdDisp + (1 << 10) - (SsdDisp[21] ? 1 << 21 : 0);
      4'b0010 : SsdDisp = SsdDisp + (1 << 17);
      4'b0011 : SsdDisp = SsdDisp + (1 << 24);
      4'b0100 : SsdDisp = SsdDisp + (1 << 25) - (1 << 3);
      4'b0101 : SsdDisp = SsdDisp + (1 << 27) - (1 << 10);
      4'b0110 : SsdDisp = SsdDisp + (1 << 20) - (1 << 17);
      4'b0111 : SsdDisp = SsdDisp + (1 << 13) - (1 << 24);
      4'b1000 : SsdDisp = SsdDisp + (1 << 6)  - (1 << 25);
      4'b1001 : SsdDisp = SsdDisp + (1 << 1)  - (1 << 27);
      4'b1010 : SsdDisp = SsdDisp + (1 << 0)  - (1 << 20);
      4'b1011 : SsdDisp = SsdDisp + (1 << 7)  - (1 << 13);
      4'b1100 : SsdDisp = SsdDisp + (1 << 14) - (1 << 6);
      4'b1101 : SsdDisp = SsdDisp + (1 << 21) - (1 << 1);
      4'b1110 : SsdDisp = SsdDisp             - (1 << 0);
      4'b1111 : SsdDisp = SsdDisp             - (1 << 7);
    endcase
    LedList = LedList - 1;
    LedList = LedList >> 1;
    SsdState = SsdState + 1;
    RtnState = RtnState + 1;
    if (RtnState == 4'b0001 && SsdDisp[21])
     begin
      SIGOUT = 1'b1;
     end
    else
     begin
      SIGOUT = 1'b0;
     end
   end
  assign OutputBus[45:28] = LedList;
  assign OutputBus[27:21] = ~SsdDisp[27:21];
  assign OutputBus[20:14] = ~SsdDisp[20:14];
  assign OutputBus[13:7]  = ~SsdDisp[13:7];
  assign OutputBus[6:0]   = ~SsdDisp[6:0];
endmodule

===== design/flow/run.sh =====
#!/bin/bash
# OpenROAD 26Q1-2900-gdf79404cd8, Yosys 0.63+post, stock flow scripts
make -C /OpenROAD-flow-scripts/flow DESIGN_CONFIG=/design/flow/config.mk WORK_HOME=/design/flow/orfs finish

===== design/flow/config.mk =====
export PLATFORM = sky130hd
export DESIGN_NAME = Routine2
export DESIGN_NICKNAME = Routine2
export VERILOG_FILES = /design/flow/design.v
export SDC_FILE = /design/flow/constraint.sdc
export NUM_CORES = 4
export LEC_CHECK = 1
export CORE_UTILIZATION = 30

===== design/flow/constraint.sdc =====
current_design Routine2

set clk_period 4.4
set clk_io_pct 0.2

create_clock -name clk0 -period $clk_period [get_ports {Clock}]

set non_clock_inputs [all_inputs -no_clocks]
set_input_delay [expr $clk_period * $clk_io_pct] -clock clk0 $non_clock_inputs
set_output_delay [expr $clk_period * $clk_io_pct] -clock clk0 [all_outputs]

==> report_table.html <==
<h2>Synthesis and place &amp; route</h2>
<table>
<tr><th>Metric</th><th>Value</th></tr>
<tr><th colspan="2">Outcome</th></tr>
<tr><td>Outcome</td><td>finished, final reports clean</td></tr>
<tr><th colspan="2">Clock tree</th></tr>
<tr><td>Clock tree from TritonCTS</td><td>done</td></tr>
<tr><td>Max Buffers Root-to-Sink</td><td>2</td></tr>
<tr><td>CTS Buf Count</td><td>5</td></tr>
<tr><td>Hold-fix buffers at CTS</td><td>0</td></tr>
<tr><td>Clk pin slew, worst setup/hold paths</td><td>80 ps</td></tr>
<tr><td>Source-to-sink clock delay at the later pin of the worst-skew pair</td><td>320 ps</td></tr>
<tr><td>Root buffer cell</td><td>clkbuf_16</td></tr>
<tr><td>Clock Sink Count</td><td>49</td></tr>
<tr><td>H-Tree Level Count</td><td>2</td></tr>
<tr><th colspan="2">Pwr</th></tr>
<tr><td>Relative contribution of the clock network to total power</td><td>4.6%</td></tr>
<tr><td>Sequential share of power</td><td>9.5%</td></tr>
<tr><td>Cell area power density</td><td>747 nW/um^2</td></tr>
<tr><td>Worst supply voltage drop on vdd</td><td>0.305 mV</td></tr>
<tr><td>Internal Pwr Total</td><td>3.98 mW</td></tr>
<tr><td>Switching power summed over all nets</td><td>5.84 mW</td></tr>
<tr><td>Switching fraction of total power</td><td>59.4%</td></tr>
<tr><td>Total power of the final layout</td><td>9.82 mW</td></tr>
<tr><td>Comb pwr share</td><td>85.9%</td></tr>
<tr><td>Total leakage power</td><td>5.01 nW</td></tr>
<tr><th colspan="2">Job</th></tr>
<tr><td>Tool warning count</td><td>94</td></tr>
<tr><td>Maximum Capacitance Violations</td><td>0</td></tr>
<tr><th colspan="2">Drt</th></tr>
<tr><td>Remaining number of nets flagged by the antenna check after routing</td><td>0</td></tr>
<tr><td>Routed WL</td><td>65000 um</td></tr>
<tr><td>Wire per inst</td><td>30.3 um</td></tr>
<tr><td>Remaining DRCs</td><td>0</td></tr>
<tr><td>DR pass1 iterations</td><td>6</td></tr>
<tr><td>Vias/cell</td><td>6.85</td></tr>
<tr><td>Number of vias after detailed routing</td><td>14686</td></tr>
<tr><td>DR iter-0 viols</td><td>1986</td></tr>
<tr><th colspan="2">Critical path</th></tr>
<tr><td>Required time reported for the critical path endpoint</td><td>4490 ps</td></tr>
<tr><td>Kind of start point of the critical path</td><td>register</td></tr>
<tr><td>CP Cell Sequence</td><td>inv_1, ha_1, nand3_1, nor3_1, o21ai_0, a222oi_1, o2111ai_1, nand2_1, o2111ai_1, a21o_1</td></tr>
<tr><td>Nature of the critical path endpoint</td><td>register</td></tr>
<tr><td>Most frequent CP cell</td><td>o2111ai_1</td></tr>
<tr><td>Critical Path Fanout Max</td><td>15</td></tr>
<tr><td>Crit-path max cell delay</td><td>760 ps</td></tr>
<tr><td>Endpoint arrival time on the critical path</td><td>4240 ps</td></tr>
<tr><td>Kind of critical path</td><td>register to register</td></tr>
<tr><td>Cell with the largest stage delay on the worst path</td><td>nor3_1</td></tr>
<tr><th colspan="2">Synthesis</th></tr>
<tr><td>Area of the mapped netlist</td><td>10900 um^2</td></tr>
<tr><td>Total of warnings raised by yosys</td><td>2</td></tr>
<tr><td>Share of synthesized area occupied by flip-flops and latches</td><td>11.2%</td></tr>
<tr><td>Most frequently used flop master after synthesis</td><td>dfxtp_1</td></tr>
<tr><td>Post-Syn Instances</td><td>1573</td></tr>
<tr><td>Average instance area after synthesis</td><td>6.95 um^2</td></tr>
<tr><td>Post-synth tally of flip-flops with integrated enable</td><td>24</td></tr>
<tr><td>FF+latch count, synth</td><td>49</td></tr>
<tr><td>Yosys cell types</td><td>86</td></tr>
<tr><td>Yosys stat cell total</td><td>1573</td></tr>
<tr><td>Post-synth area from yosys stat</td><td>10900 um^2</td></tr>
<tr><td>Post-synthesis async set-or-reset flop share</td><td>0%</td></tr>
<tr><th colspan="2">Timing</th></tr>
<tr><td>Setup skew after layout</td><td>3.99 ps</td></tr>
<tr><td>Time the worst path needs with I/O delays and setup</td><td>4160 ps</td></tr>
<tr><td>Post-route clock period utilization</td><td>94.5%</td></tr>
<tr><td>RSZ-0062 raised after global routing</td><td>no</td></tr>
<tr><td>Max-Slew Margin vs Limit</td><td>35.0%</td></tr>
<tr><td>Worst Tran Pin Value</td><td>961 ps</td></tr>
<tr><td>Number of failing hold endpoints at the final stage</td><td>0</td></tr>
<tr><td>Hold Slack</td><td>469 ps</td></tr>
<tr><td>Final setup fails</td><td>0</td></tr>
<tr><td>Sum Neg Setup Slack</td><td>0 ps</td></tr>
<tr><td>Number of pins with negative max-slew slack in the final report</td><td>0</td></tr>
<tr><td>Achievable frequency</td><td>241 MHz</td></tr>
<tr><th colspan="2">Floorplan</th></tr>
<tr><td>Chip height</td><td>193 um</td></tr>
<tr><td>Pre-placement core utilization</td><td>30.6%</td></tr>
<tr><td>Overall die width</td><td>193 um</td></tr>
<tr><td>Core region area</td><td>35700 um^2</td></tr>
<tr><td>Die footprint</td><td>37200 um^2</td></tr>
<tr><td>Row cnt</td><td>69</td></tr>
<tr><td>I/O Pins</td><td>49</td></tr>
<tr><th colspan="2">Global routing</th></tr>
<tr><td>Maximum number of pins on one net before global-route repair</td><td>28</td></tr>
<tr><td>Global route overflow</td><td>0</td></tr>
<tr><td>Initial antenna violation count</td><td>0</td></tr>
<tr><td>Total routing usage reported by global routing</td><td>35.8%</td></tr>
<tr><td>Vias in the first global route</td><td>13912</td></tr>
<tr><td>Wire length of the first global-routing pass</td><td>94600 um</td></tr>
<tr><th colspan="2">Min path</th></tr>
<tr><td>Hold crit path type</td><td>register to register</td></tr>
<tr><th colspan="2">Placed design</th></tr>
<tr><td># port buffers</td><td>46</td></tr>
<tr><td>Total placed instance area</td><td>13000 um^2</td></tr>
<tr><td>Placed wire-length estimate</td><td>50000 um</td></tr>
<tr><td>Final RePlAce weighted congestion</td><td>1.07</td></tr>
<tr><th colspan="2">Final layout</th></tr>
<tr><td>Final design instance area without fill</td><td>13100 um^2</td></tr>
<tr><td>Share of cells above drive strength 1</td><td>13.9%</td></tr>
<tr><td>Fill cell count</td><td>3865</td></tr>
<tr><td>Area delta synth-&gt;final</td><td>20.2%</td></tr>
<tr><td>Utilization after layout</td><td>36.8%</td></tr>
</table>
[routing by layer]
layer / up-vias / track usage, % / part of all wire (%)
li1: 6333 / - / -
met1: 6983 / 47.7 / 39
met2: 1102 / 52.4 / 42
met3: 268 / 10.3 / 13
met4: 0 / 19.1 / 6.9
met5: - / 0 / 0
[cells in the final DEF, fill, tap and decap left out, drive strengths merged, types with 22 or more instances in the layout]
cell type      instances
a211oi                32
a21oi                110
a221oi                28
buf                  182
clkdlybuf4s50         46
dfxtp                 25
edfxtp                24
ha                    97
inv                   63
nand2                147
nand3                 55
nand4                 24
nor2                 123
nor3                  49
o2111ai               22
o211ai                29
o21ai                122
o221ai                34
o22ai                 33
xnor2                 36
[power groups by stage]
stage         combinational, mW  sequential, mW  clock, mW
CTS                        8.06           0.926      0.466
global route               8.92           0.955      0.477
finish                     8.44           0.932      0.453
[worst max-delay path: cells and delay by family, from the launching register on]
family                     cells  cell delay (ps)
adders and majority gates      1              730
and+or+nand+nor                3             1200
AOI/OAI and AO/OA              5             1320
buffers and inverters          1              270
DFF                            1              390
[layout make-up]
cell class	instances	area [um^2]	area share [%]
tap	461	577	4.39
inverter	65	244	1.86
timing repair buffer	228	1910	14.6
antenna	1	2.50	0.0190
sequential	49	1220	9.29
clock inverter	3	28.8	0.219
clock buffer	5	125	0.952
multi-input combinational	1332	9030	68.7
[flip-flops by register name, summed over array words and instances, names as in the netlist, named ones only]
register	cells
LedList	17
SsdState	4
SsdDisp	26
[per-stage QoR]
step | worst slack (ps) | cells
6_report | 242 | 2144
5_1_grt | 74.2 | 2143
4_1_cts | 149 | 2143
3_5_place_dp | -183 | 2135
3_3_place_gp | -24.5 | 2135
2_1_floorplan | 108 | 1574
[synthesized netlist by cell type (all sizes together), types with 18 or more instances]
| cell type | count | share of area, % |
|---|---|---|
| a31oi | 19 | 1.1 |
| a221oi | 28 | 2.2 |
| dfxtp | 25 | 4.6 |
| o221ai | 34 | 2.7 |
| inv | 61 | 2.1 |
| edfxtp | 24 | 6.6 |
| a21o | 20 | 1.4 |
| a211oi | 32 | 2.2 |
| o22ai | 33 | 1.9 |
| nor3 | 49 | 2.3 |
| a21oi | 110 | 5.0 |
| xnor2 | 36 | 2.9 |
| o211ai | 29 | 2.0 |
| nor2 | 123 | 4.2 |
| ha | 97 | 11 |
| nand3 | 55 | 2.6 |
| o2111ai | 22 | 1.8 |
| clkbuf | 89 | 3.1 |
| and2 | 20 | 1.1 |
| nand4 | 24 | 1.4 |
| buf | 39 | 2.0 |
| nand2 | 147 | 5.1 |
| nor4 | 20 | 1.1 |
| nor2b | 18 | 1.0 |
| o21ai | 122 | 5.6 |
[final timing paths]
kind / from / endpoint / slack [ps] / cells after the start
max: SsdDisp[10] / SsdDisp[20] / 240 / 10
max reg2reg: SsdDisp[10] / SsdDisp[20] / 240 / 10
min reg2reg: SsdState[0] / SsdState[0] / 470 / 1
min: SsdState[0] / SsdState[0] / 470 / 1
[timing repair]
action / CTS / global route
resized: 0 / 2
hold endpoints to repair: 0 / 0
setup endpoints to repair: 0 / 2
buffers inserted: 0 / 0
[logic make-up (layout without fill, tap and decap cells)]
family / count (synthesis) / in the layout / synth area share, %
other: 1 / 3 / 0.0343
AOI/OAI and AO/OA: 616 / 616 / 39.4
muxes: 12 / 12 / 1.10
DFF: 49 / 49 / 11.2
xor gates and xnor gates: 42 / 42 / 3.36
buffers and inverters: 193 / 301 / 7.27
and+or+nand+nor: 563 / 563 / 26.5
adders and majority gates: 97 / 97 / 11.1
Power figures rest on the tool's default switching activity, not on a simulated workload.
