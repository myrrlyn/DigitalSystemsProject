--- /design/flow/config.mk ---
export PLATFORM = sky130hd
export DESIGN_NAME = RoutineDecoder
export DESIGN_NICKNAME = RoutineDecoder
export VERILOG_FILES = /design/flow/design.v
export SDC_FILE = /design/flow/constraint.sdc
export NUM_CORES = 4
export LEC_CHECK = 1
export CORE_AREA = 10 10 126 126
export DIE_AREA = 0 0 136 136
--- /design/flow/constraint.sdc ---
current_design RoutineDecoder

set clk_period 7.7
set clk_io_pct 0.2

create_clock -name clk0 -period $clk_period [get_ports {Clock}]

set non_clock_inputs [all_inputs -no_clocks]
set_input_delay [expr $clk_period * $clk_io_pct] -clock clk0 $non_clock_inputs
set_output_delay [expr $clk_period * $clk_io_pct] -clock clk0 [all_outputs]
--- /design/flow/design.v ---
module RoutineDecoder(Clock, Select,
 R0,
 R1,
 R2,
 R3,
 NewChoice,
 Disp3, Disp2, Disp1, Disp0,
 LedRed, LedGrn);
  input        Clock;
  input  [15:0]Select;
  input  [46:0]R0;
  input  [46:0]R1;
  input  [46:0]R2;
  input  [46:0]R3;
  output       NewChoice;
  output  [9:0]LedRed;
  output  [7:0]LedGrn;
  output  [6:0]Disp0;
  output  [6:0]Disp1;
  output  [6:0]Disp2;
  output  [6:0]Disp3;
  reg          Init;
  reg          NewChoice;
  reg    [45:0]Out;
  reg     [1:0]CurrentRoutine;
  wire    [1:0]RandomChoice;
  assign RandomChoice[1] = Select[15];
  assign RandomChoice[0] = Select[11];
  always @ (posedge Clock)
   begin
    if (Init == 1'b0)
     begin
      CurrentRoutine = 2'b0000;
      Init = 1'b1;
     end
    if (NewChoice == 1'b1)
     begin
      CurrentRoutine = RandomChoice;
     end
    case (CurrentRoutine)
      2'b00:
       begin
        Out = R0[45:0];
        NewChoice = R0[46];
       end
      2'b01:
       begin
        Out = R1[45:0];
        NewChoice = R1[46];
       end
      2'b1:
       begin
        Out = R2[45:0];
        NewChoice = R2[46];
       end
      2'b11:
       begin
        Out = R3[45:0];
        NewChoice = R3[46];
       end
      default:
       begin
        Out = R0[45:0];
        NewChoice = R0[46];
       end
    endcase
   end
  assign LedRed[9:2] = Out[45:38];
  assign LedRed[1:0] = Out[37:36];
  assign LedGrn = Out[35:28];
  assign Disp3   = Out[27:21];
  assign Disp2   = Out[20:14];
  assign Disp1   = Out[13:7];
  assign Disp0   = Out[6:0];
endmodule
--- /design/flow/run.sh ---
#!/bin/bash
# OpenROAD 26Q1-2900-gdf79404cd8, Yosys 0.63+post, stock flow scripts
make -C /OpenROAD-flow-scripts/flow DESIGN_CONFIG=/design/flow/config.mk WORK_HOME=/design/flow/orfs finish
==> Changelog: implementation <==
### Implementation results

- Most frequent logic cell in the layout: clkdlybuf4s50_1
- Final Skew: 0.005779 ns
- Synth area leaders: dfxtp_1, mux2i_1, o21ai_1, nand2_1, buf_2
- Via count: around 2100
- Core box area: 13190 sq um
- Wire length per cell: 14.24 um
- Psw: about 0.4 mW
- Die ar.: 18500 sq um
- Drt via density: 3.680
- Antenna diodes: 0
- Sequential power share: 30.5%
- Drt pass-1 iters: 4
- Syn Inst Count: about 210
- Share of layout cells above drive strength 1: 3.797%
- Rel. slew slack: 56.94%
- Least-Margin Pin Slew: ~0.63 ns
- Worst path required time: just under 8 ns
- Die Ht: 136 um
- ANT nets after route: 0
- Worst Setup SP: Select[15]
- Critical path launch point type: input port
- Status: finished clean
- Vias in the first global route: 2118
- Area leader, netlist: dfxtp_1
- Setup bufs post-CTS: 0
- Row Count: 42
- Synth Area per Inst: approximately 9.5 sq um
- Power per cell area: between 300 and 400 nW/um^2
- Synthesized area: approximately 2000 sq um
- Crit Path Max Fanout: 36
- Area Overhead vs Synth: 115.1%
- CTS tree: done
- Max Fclk: 0.2962 GHz
- Clock Path Buffers: 2
- Leak pwr: 1.725 nW
- Clock sink count: 49
- R2R Path Start: NewChoice
- Max-area cell share: 49.65%
- Late-Pin Clk Latency: ~0.30 ns
- Post-Route Setup TNS: 0 ns
- Final cycle utilization of the critical path: 43.85%
- GRT Residual Overflow: 0
- CTS Hold Bufs: 0
- Final GP Congestion: 0.8402
- Count of final hold-check violations: 0
- Pint: 0.9985 mW
- Num CTS Buffers: 5
- DR iter-0 viols: 43
- Min-Delay Path Class: flip-flop to flip-flop
- Root Buffer: clkbuf_16
- Seq cells post-synth: 49
- Init Core Util: between 10 and 15%
- Initial antenna violation count: 0
- Critical Path Sink: Out[30]
- Ys cells: around 210
- Num ports: 252
- CP Cell Sequence: clkdlybuf4s50_1 -> mux2i_4 -> buf_4 -> mux2i_1 -> o21ai_1
- CP Class: input port to flip-flop
- Library cells used by synthesis: 9
- Number of remaining DRC errors: 0
- Crit path DAT: 3.54 ns
- R2r worst-path depth: 4
- Worst-path clk slew: 0.07 ns
- Post-detail-place hpwl: a little under 7 mm
- Net Sw Frac: 28.93%
- Final setup violation count: 0
- Post-CTS Resized: 0
- R2r endpoint: Out[30]
- I/O Buffers: 190
- Register area share after synthesis: around half
- CP max-delay cell: buf_4
- Crit path largest cell delay: between 0.6 and 0.7 ns
- Tool warning count: 86
- Max Slew Vio Count: 0
- Clock share of power: 20.3%
- Die X: around 140 um
- Yosys stat area: 1976 sq um
- RSZ-0062 raised after global routing: no
- First-pass GRT wire length: 11.96 mm
- Top Layout Cells: clkdlybuf4s50_1, dfxtp_1, mux2i_1, nand2_1, o21ai_1
- Total power draw: 1.405 mW
- Max_cap viols: 0
- FF-to-FF setup slack: 5.42 ns
- Worst VDD drop: 0.0001439 V
- Gr usage total: 8.214%
- DRT Wirelength: just over 8 mm
- Yosys warns: 1
- CP Capture Type: flip-flop
- Min Tclk post-route: 3.376 ns
- Logic gate share of total power: 49.2%
- Largest net degree at the start of global routing: approximately 54
- H-tree levels: 2
[worst min path at each step]
stage,startpoint,endpoint,slack (ns),depth (start not counted)
CTS,CurrentRoutine[0],CurrentRoutine[0],0.79,3
finish,CurrentRoutine[0],CurrentRoutine[0],0.78,3
global route,CurrentRoutine[0],CurrentRoutine[0],0.84,3
[worst max-delay path, delay by kind of cell]
family          cells  cell delay, ns
compound gates      1            0.08
buf+inv             2            1.08
mux                 2            0.81
[sequential cells by signal (all words and copies together), names as in the netlist]
register	flops
Out	46
NewChoice	1
CurrentRoutine	2
[synth_stat cells, drive strengths merged]
cell / number
buf: 11
clkbuf: 4
dfxtp: 49
inv: 2
mux2i: 49
nand2: 47
o21ai: 47
[power by group through the flow]
stage / clock (mW) / combinational [mW] / sequential (mW)
after CTS: 0.301 / 0.713 / 0.431
after global routing: 0.311 / 0.763 / 0.441
final: 0.285 / 0.691 / 0.428
[cell type report]
cell class              instances  area (sq um)
fillers                      1332          8940
repair buffers                193          1924
flip-flops and latches         49         980.9
multi-input cells             143         927.1
well taps                     176         220.2
clock buffers                   5         125.1
clock inverters                 3         65.06
inverters                       2         7.507
[cells by family after synthesis]
group           Yosys count  synth area share, %
compound gates           47                11.91
flops                    49                49.65
simple gates             47                8.930
buf+inv                  17                4.687
mux                      49                24.83
[metal layers]
| layer | track usage (%) | up-vias | part of all wire, % |
|---|---|---|---|
| li1 | - | 1082 | - |
| met1 | 10.54 | 896 | 42 |
| met2 | 12.82 | 117 | 45 |
| met3 | 3.708 | 6 | 11 |
| met4 | 1.124 | 0 | 1.5 |
| met5 | 0 | - | 0 |
[metrics by stage]
step	util, %	worst slack, ns	instance area, sq um	hold slack [ns]	instances
global placement	30.78	3.976	4060	0.7712	563
floorplan	-	5.224	1976	0.7049	209
CTS	32.22	4.297	4250	0.7881	571
finish	32.22	4.324	4250	0.7753	571
detailed placement	30.78	3.952	4060	0.7712	563
global route	32.22	4.199	4250	0.8388	571
No activity file was given, so power comes from the tool's default toggle rates.
